==> flow/design.v <==
`timescale 1ns / 1ps
module bfloat_adder(a,b,c);
input logic [15:0]a,b;
output logic [15:0]c;
logic [15:0]a1,b1,temp;
logic [7:0]ea,eb,e,bias;  
logic [6:0]ma,mb,m_f;
logic [11:0] ma_temp,mb_temp,m_add,m_temp;
logic [8:0]m1;
logic g,r,s0,s1,s,p,s3;
always_comb
begin
   a1=a;
   b1=b;
    if(a1[14:7]<b1[14:7])
      begin
        temp=a1;
        a1=b1;
        b1=temp;
      end
ea=a1[14:7];
eb=b1[14:7];
ma=a1[6:0];
mb=b1[6:0];
bias=ea-eb;
s3=a[15];
ma_temp[11]=0;
mb_temp[11]=0;
ma_temp[10]=1;
mb_temp[10]=1;
ma_temp[9:3]=ma;
mb_temp[9:3]=mb;
ma_temp[2:0]=0;
mb_temp[2:0]=0;
mb_temp=mb_temp>>bias;
m_add=ma_temp+mb_temp;
e=m_add[11]?(ea+1):ea;
m_temp[9:0]=m_add[11]?m_add[10:1]:m_add[9:0];
m_temp[10]=1;
m_temp[11]=0;
g=m_temp[3];
r=m_temp[2];
s0=m_temp[0];
s1=m_temp[1];
s=s0|s1;
p=r&(((~g)&s)|g);
if(p)
    m1=m_temp[11:3]+1;
else
    m1=m_temp[11:3];
m_f=m1[8]?(m1[7:1]):m1[6:0];
e=m1[8]?(e+1):e;
end
    assign c[15]=s3;
    assign c[6:0]=m_f;
    assign c[14:7]=e;
endmodule
==> flow/run.sh <==
#!/bin/bash
# OpenROAD 26Q1-2900-gdf79404cd8, Yosys 0.63+post, stock flow scripts
make -C /OpenROAD-flow-scripts/flow DESIGN_CONFIG=/design/flow/config.mk WORK_HOME=/design/flow/orfs finish
==> flow/config.mk <==
export PLATFORM = sky130hd
export DESIGN_NAME = bfloat_adder
export DESIGN_NICKNAME = bfloat_adder
export VERILOG_FILES = /design/flow/design.v
export SDC_FILE = /design/flow/constraint.sdc
export NUM_CORES = 4
export LEC_CHECK = 1
export CORE_UTILIZATION = 40
export SYNTH_HDL_FRONTEND = slang
==> flow/constraint.sdc <==
current_design bfloat_adder

set clk_period 16.0
set clk_io_pct 0.2

create_clock -name clk0 -period $clk_period

set non_clock_inputs [all_inputs -no_clocks]
set_input_delay [expr $clk_period * $clk_io_pct] -clock clk0 $non_clock_inputs
set_output_delay [expr $clk_period * $clk_io_pct] -clock clk0 [all_outputs]
==> impl_metrics.yaml <==
# synthesis and place-and-route metrics
yosys:
  synth-cells-yosys: 373
  synth_cell_type_count: 71
  yosysWarnings: 0
  netlist_instances: 373
  ys_chip_area_sq_mm: 0.002497
  avgSynthCellArea_sq_um: 6.695
  syn_area_sq_mm: 0.002497
  ys_seq_share_pct: 0
final_timing:
  setup_viol: 0
  min_period_ns: 14.28
  layout_setup_ws_ns: 1.716
  relSlewSlack_pct: 61.91
  finalSetupTns_ns: 0
  fmax_mhz: 70.01
  hold_viol_final: 0
  finalMaxSlewViolations: 0
  min_period_over_period_pct: 89.28
  grt_setup_unrepaired: "false"
  worstMarginPinSlew_ns: 0.5713
die:
  core_sq_mm: 0.005956
  chipHeight_um: 81.02
  initCoreUtil_pct: 41.93
  fp.dieArea_sq_mm: 0.006563
  dieWidth_um: 81.02
  rows: 28
  pin_count: 48
worst_setup_path:
  path_class: "input port to primary output"
  max_stage_delay_ns: 0.62
  arrival_ns: 11.08
  cp.required_ns: 12.80
  critPathCaptureType: "primary output"
  crit_fanout: 22
  cpMaxStageDelayCell: "or4_4"
  critPathMostFrequentCell: "ha_1"
  critPathLaunchType: "input port"
drt:
  wire_per_inst_um: 13.91
  drt_iter0_markers: 110
  drc: 0
  diodes: 0
  wl_um: 6606
  final_antenna_net_count: 0
  viasPerCell: 5.779
  dr.pass1.iters: 4
  dr_total_vias: 2745
pwr:
  seq_power_share_pct: 0
  clkPwrFrac_pct: 0
  p_comb_share_pct: 100.0
  p_sw_share_pct: 54.96
  powerDensity_mw_per_mm2: 48.30
  leakage_uw: 0.001205
  internal_power_uw: 64.45
  p_switching_uw: 78.64
  ir_worst_vdd_uv: 20.23
finish:
  clkbuf_count: 0
  final_cells: 475
  drive_gt1_share_pct: 8.500
  flops: 0
  area_growth_syn_to_layout_pct: 18.64
  regArea_sq_um: 0
  finalInstanceArea_sq_mm: 0.002963
  fillers: 610
clock_network:
  ctsHoldBuffers: 0
  cts_setup_buffers: 0
  cts_resized: 0
job:
  drv_cap: 0
  warning_count: 33
placement:
  place_congestion: 0.8738
  placedCellCount: 475
  dp_hpwl_um: 5302
  port_buffers: 45
  placed_area_sq_mm: 0.002963
  dp_slack_ns: 1.754
grt:
  grt_max_degree: 33
  overflow: 0
  grt_usage_pct: 21.99
  grt_antenna_before_repair: 0
  grt_pass1_vias: 2576
  grt_pass1_wl_um: 11560
hold_path:
  hold_path.class: "input port to primary output"
status:
  status: "finished clean"
==> power groups by stage <==
| stage | logic (uW) | registers, uW | clock network, uW |
|---|---|---|---|
| 6_report | 143 | 0 | 0 |
| 4_1_cts | 143 | 0 | 0 |
| 5_1_grt | 161 | 0 | 0 |
==> routing by layer <==
metal | vias up | share of wire, % | wire [um] | GRT usage (%)
met5 | - | 0 | 0 | 0
met4 | 0 | 0 | 0 | 0.8929
met3 | 0 | 2.7 | 178 | 0.2281
met2 | 45 | 47 | 3109 | 39.75
met1 | 1268 | 50 | 3318 | 30.78
li1 | 1432 | - | - | -
==> critical path: cells and delay by family <==
| family | cells | cell delay [ns] |
|---|---|---|
| XOR/XNOR | 1 | 0.19 |
| multiplexers | 1 | 0.13 |
| adder cells (fa/ha/maj) | 4 | 1.29 |
| AND/OR/NAND/NOR | 7 | 1.95 |
| buffers and inverters | 4 | 1.30 |
| AND-OR/OR-AND | 13 | 3.00 |
==> cells in the final DEF, fill, tap and decap left out, types with 3 or more instances in the layout <==
| cell | Yosys | routed |
|---|---|---|
| o221ai_1 | 3 | 3 |
| xor2_1 | 6 | 6 |
| buf_4 | 3 | 4 |
| a21o_1 | 3 | 3 |
| nand2b_1 | 5 | 5 |
| nor4_1 | 5 | 5 |
| and2_1 | 5 | 5 |
| nand3_1 | 10 | 10 |
| o21ai_0 | 18 | 18 |
| a21oi_1 | 28 | 28 |
| clkdlybuf4s50_1 | 0 | 45 |
| nor2b_1 | 7 | 7 |
| a211oi_1 | 9 | 9 |
| mux2i_1 | 14 | 14 |
| xnor2_1 | 14 | 14 |
| a31oi_1 | 9 | 8 |
| or3_1 | 4 | 4 |
| inv_1 | 28 | 28 |
| o31ai_1 | 5 | 5 |
| or2_2 | 3 | 3 |
| o21a_1 | 3 | 3 |
| o22ai_1 | 3 | 3 |
| and3_1 | 5 | 5 |
| nor2_1 | 28 | 28 |
| ha_1 | 18 | 18 |
| mux4_2 | 5 | 5 |
| nor3_1 | 16 | 16 |
| nand2_1 | 47 | 47 |
==> cell usage after synthesis (5+ instances only) <==
master	number	area (sq um)
clkbuf_1	12	45.04
nor4_1	5	31.28
xor2_1	6	52.55
nor2_1	28	105.1
buf_2	5	25.02
o21ai_0	18	90.09
nand3_1	10	50.05
a211oi_1	9	67.56
a31oi_1	9	56.30
inv_1	28	105.1
xnor2_1	14	122.6
nand2b_1	5	31.28
ha_1	18	225.2
mux2i_1	14	140.1
a21oi_1	28	140.1
nor2b_1	7	43.79
o31ai_1	5	37.54
mux4_2	5	112.6
and3_1	5	31.28
nor3_1	16	80.08
nand2_1	47	176.4
and2_1	5	31.28
==> cell type report <==
type,count,area [sq um],share of cell area [%]
tap,75,93.84,3.167
inverter,28,105.1,3.547
timing repair buffer,49,480.5,16.22
multi-input combinational,323,2283,77.07
==> final timing paths <==
| check | slack [ns] | end | cells past startpoint | from |
|---|---|---|---|---|
| worst max-delay path | 1.72 | c[10] | 30 | a[8] |
| worst min-delay path | 6.40 | c[15] | 0 | a[15] |
==> stage by stage <==
step                utilization [%]  hold slack, ns  total power (uW)
floorplan                         -           6.466             99.95
global placement              49.75           6.400             142.1
detailed placement            49.75           6.400             142.5
CTS                           49.75           6.400             143.5
global route                  49.75           6.400             160.7
finish                        49.75           6.400             143.1
==> kinds of logic after synthesis <==
logic type / after synthesis / share of synthesized area (%)
compound gates: 109 / 31.01
xor+xnor: 20 / 7.014
fa+ha+maj: 19 / 9.820
buf+inv: 50 / 8.817
mux: 21 / 11.02
simple gates: 154 / 32.31
No activity file was given, so power comes from the tool's default toggle rates.
