## run.sh

```bash
#!/bin/bash
# OpenROAD 26Q1-2900-gdf79404cd8, Yosys 0.63+post, stock flow scripts
make -C /OpenROAD-flow-scripts/flow DESIGN_CONFIG=/design/flow/config.mk WORK_HOME=/design/flow/orfs finish
```

## config.mk

```make
export PLATFORM = sky130hd
export DESIGN_NAME = parameterization_comparator
export DESIGN_NICKNAME = parameterization_comparator
export VERILOG_FILES = /design/flow/design.v
export SDC_FILE = /design/flow/constraint.sdc
export NUM_CORES = 4
export LEC_CHECK = 1
export CORE_UTILIZATION = 30
export SYNTH_HDL_FRONTEND = slang
```

## constraint.sdc

```tcl
current_design parameterization_comparator

set clk_period 2.8
set clk_io_pct 0.2

create_clock -name clk0 -period $clk_period [get_ports {clk1}]

set non_clock_inputs [all_inputs -no_clocks]
set_input_delay [expr $clk_period * $clk_io_pct] -clock clk0 $non_clock_inputs
set_output_delay [expr $clk_period * $clk_io_pct] -clock clk0 [all_outputs]
```

## design.v

```verilog
`timescale 1ns / 1ps
module bfloat_comparator(
  input bit [15:0]a2,
  input bit [15:0]b2,
  input logic clk,
  output bit [15:0]out
);
  bit [15:0]a1,temp;
  bit [15:0]b1,a,b;
  bit [15:0]c;
  bit k;
  bit s3;
   bit [1:0] out_comb;
  always@(posedge clk) 
  begin
  a<=a2;
  b<=b2;
  out<=out_comb;
  end 
  always_comb
  begin
a1=a;
b1=b;
if(b1!=0)
b1[15]=~b1[15];
if(a1[14:7]<b1[14:7])  
      begin
        temp=a1;
        a1=b1;
        b1=temp;
      end
  else if(a1[14:7]==b1[14:7])
  begin
    if(a1[6:0]<b1[6:0])
        begin
        temp=a1;
        a1=b1;
        b1=temp;
        end
  end
  k=a2[15]; 
  s3=((a1[15]==1 && b1[15]==1 && k==0) || (a1[15]==0 && b1[15]==0 && k==1) || (a1[15]==1 && k==0));
   if (a1==b1)
   out_comb=2'b00;
   else 
    begin
        if(s3)
        out_comb=2'b01;
        else
        out_comb=2'b11;
    end 
  end
endmodule
`timescale 1ns / 1ps
module parameterization_comparator #(parameter N=2)(a1,b1,c1,clk1);
input bit[16*N-1:0]a1,b1;
input bit  clk1;
output bit [16*N-1:0]c1;
genvar i;
generate
for(i=1;i<N+1;i++)
begin
bfloat_comparator bf(a1[i*16-1:i*16-16],b1[i*16-1:i*16-16],clk1,c1[i*16-1:i*16-16]);
end
endgenerate
endmodule
```

==> run summary <==
The full implementation flow was run.

The flow ran to the end, but the final reports show violations. The checks that failed: negative setup slack. The die outline area stands at 9026 sq um. The antenna violation net count after detailed routing stands at 0. The maximum fanout along the worst path stands at 2. The switching power stands at 0.0004590 W.

The detailed placement HPWL stands at 3915 microns. Power spread over the standard cell area amounts to 559.0 nW/um^2. The number of port buffers stands at 68. The summed standard-cell area reported by yosys stands at 2595 sq um. The count of hold-fix buffers inserted at cts stands at 0.

The worst path buffer plus inverter count stands at 12. In this design, the largest share of critical-path delay is due to buffers and inverters. Detailed-route iteration 0 reported a violation count of 26. The total antenna diodes in the routed design stands at 0.

The worst setup path is of the flip-flop to flip-flop kind. The level count of the clock H-tree stands at 3. After detailed routing, the average wire length per cell comes to 11.89 microns. Of the total power, combinational logic draws 0.137.

The effective utilization at floorplan stands at 0.3127. The first-pass GRT wire length stands at 7721 microns. The first detailed-routing pass took 4 iterations.

By instance count after routing, the leading logic cell types are 68 x sky130_fd_sc_hd__clkdlybuf4s50_1, 63 x sky130_fd_sc_hd__dfxtp_1, 35 x sky130_fd_sc_hd__inv_1. The final timing report lists a max-slew violation count of 0. Counting the warning lines in the Yosys log gives 0.

The max-cap violation count stands at 0. The via count of the first global-routing pass stands at 1676. On the worst path, the slowest cell contributes a delay of 340 ps.

Cell internal power was estimated by the tool at 0.001655 W. The area added between synthesis and finish stands at 45.76%. Entering global routing, the biggest net connects 11 pins. Summing every instance area after synthesis gives 2595 sq um. The worst setup path is launched from a flip-flop.

The routed layout reports a DRC error count of 0. For reference, the final report shows the hold violation count at 0. Counting along the longest clock path gives a buffer depth of 2. The power report puts the leakage power at 1.699 nW. The floorplan report gives the top-level pin count as 97. The switching portion of total power comes to 0.2171. Setup repair after global routing could not meet its margin everywhere. The number of different library cells in the post-synthesis netlist stands at 24. The setup slack of the critical path after layout stands at -35.35 ps. The shortest period the worst path allows stands at 2835 ps. The floorplan die height stands at 95.01 microns.

The global routing usage summed across all routing layers stands at 0.1157. TritonCTS built the clock tree. The CTS sink count stands at 68. The maximum achievable frequency stands at 0.3527 GHz. For this design, the slowest cell found on the critical path is sky130_fd_sc_hd__dfxtp_2. The number of cells in Yosys stat stands at 231. The number of CTS-inserted buffers stands at 9. Listed in order, past its start point the critical path passes inv_2, ha_4, nand4_1, buf_4, buf_4, buf_4, buf_4, buf_4, buf_4, buf_4, buf_4, buf_4, buf_4, nor4_4, inv_1, nand3b_1, o41ai_2. The power report attributes to the clock group a share of 0.367.

The clock slew seen by the registers of the worst setup and hold paths stands at 70 ps. Per the detailed-route log, wirelength across all metal layers totals 5194 microns. STA classifies the critical path endpoint as a flip-flop. The worst voltage drop across the vdd grid stands at 258.1 uV. The number of antenna violations at the first check in global routing stands at 0.

The most critical min-delay path falls under input pin to flip-flop. The data required time reported for the critical path is 3030 ps. For reference, the post-synthesis area per instance comes to 11.23 sq um. The layout summary lists the proportion of cells stronger than drive strength 1 as 0.1988. The overall via count from detail_route stands at 1797. On the final layout, the worst clock skew is 6.466 ps. Of the total power, registers draw 0.496.

The congestion estimate from routability-driven global placement came to 0.7912. The setup-violating endpoint count in the final report stands at 1. STA on the placed design reports a worst setup slack of -83.14 ps. The end-of-flow core utilization stands at 0.4558. In this run the horizontal extent of the chip is 95.01 microns. The number of flip-flops and latches in the synthesized netlist stands at 68. The count of tool warnings stands at 28.

The cell sitting at the root of the clock tree is a sky130_fd_sc_hd__clkbuf_8. The number of fillers in the final layout stands at 734. In this run the register-to-register setup slack is -40 ps. The final period utilization stands at 1.013. Among logic cells in the layout, the one with the most instances is sky130_fd_sc_hd__clkdlybuf4s50_1. Per Yosys stat, the portion of area used by sequential elements is 0.5246. The tightest hold path in the finished design has a slack of 657.1 ps. By instance count, the cell type seen most on the critical path is sky130_fd_sc_hd__buf_4. The clock insertion delay at the later pin of the skew report stands at 330 ps.

STA puts the critical path data arrival time at 3060 ps. The gate count of the mapped netlist stands at 231. The floorplan core area stands at 8299 sq um. The via-per-instance ratio stands at 4.112. The number of rows in the core area stands at 33. Per the GRT congestion report, total overflow comes to 0.
stage by stage:
stage                     TNS, ps  instance area (sq um)  cells  power (W)
after global routing       -185.7                   3782    437   0.002224
after CTS                       0                   3626    432   0.002104
after detailed placement   -83.14                   3321    406   0.001306
after global placement     -58.86                   3321    406   0.001306
final                      -35.35                   3782    437   0.002114
after floorplan                 0                   2696    258   0.001198
cells by family after synthesis:
group	after synthesis	synth area share
mux	4	0.02025
other cells	1	0.001445
flops	68	0.5246
simple gates	30	0.07281
fa+ha+maj	34	0.1639
compound gates	28	0.08100
buf+inv	66	0.1360
cell type report:
| type | count | area, sq um | share of cell area |
|---|---|---|---|
| inverter | 38 | 142.6 | 0.03771 |
| clock buffer | 12 | 155.1 | 0.04102 |
| multi-input combinational | 124 | 1120 | 0.2961 |
| clock inverter | 2 | 35.03 | 0.009262 |
| sequential | 68 | 1368 | 0.3616 |
| tap | 105 | 131.4 | 0.03473 |
| timing repair buffer | 88 | 830.8 | 0.2196 |
power groups by stage:
stage	registers [W]	clock network [W]	logic (W)
CTS	0.00105	0.000798	0.000260
global route	0.00105	0.000848	0.000323
finish	0.00105	0.000776	0.000291
synthesized netlist by cell type, drive strengths merged:
cell type,number,share of area
dfxtp,68,0.52
inv,38,0.055
ha,34,0.16
buf,28,0.081
a21oi,14,0.033
nor4,8,0.019
nand4,6,0.017
mux2,4,0.020
nand2,4,0.0058
nor2b,4,0.012
o211ai,4,0.012
o21ai,4,0.0077
a41oi,2,0.0068
nand3b,2,0.0058
nand4b,2,0.0068
nor2,2,0.0029
nor3,2,0.0039
o22ai,2,0.0096
o41ai,2,0.013
conb,1,0.0014
flip-flops by register name, indices dropped and copies added (netlist names):
signal / flops
genblk1.bf.out: 4
genblk1.bf.a: 32
genblk1.bf.b: 32
per-layer routing:
layer	share of wire	vias up	track usage	routed length, microns
li1	-	915	-	-
met1	0.46	806	0.1657	2413
met2	0.45	66	0.1787	2352
met3	0.063	10	0.03431	328
met4	0.019	0	0.02020	99
met5	0	-	0	0
final timing paths:
kind	cells after the start	to	start
hold reg to reg	3	genblk1[2].bf.out[1]	genblk1[2].bf.a[15]
setup reg to reg	17	genblk1[2].bf.out[1]	genblk1[2].bf.b[9]
setup / recovery	17	genblk1[2].bf.out[1]	genblk1[2].bf.b[9]
hold / removal	1	genblk1[2].bf.b[11]	b1[27]
repair_timing:
action	4_1_cts	5_1_grt
setup buffers	12	5
resized	5	20
endpoints found under the setup margin	1	4
pin swaps	6	15
cloned	0	0
Power is estimated from default activity; no workload was simulated.
