==> design.v <==
`timescale 1ns / 1ps
module bfloat_mult_1(a,b,c,clk);
  input logic [15:0]a; 
  input logic [15:0]b; 
  output logic [15:0]c;
  input logic clk;
 bit sa,sb,sc;
 logic [7:0] ea,eb,ef,ec;
 logic [7:0] ma, mb;
logic [6:0]mc;
 logic [16:0]d;
always@(posedge clk)
begin
if((a==16'b0 && b[14:7]==8'b11111111)||(b==16'b0 && a[14:7]==8'b11111111))
c<=16'b1111111111111111;
else if(b[14:7]==8'b11111111 || a[14:7]==8'b11111111)
begin
c[15]<=sc;
c[14:7]<=8'b11111111;
c[6:0]<=7'b0;
end
else if(a!=0 && b!=0)
 begin
 c[15] <= sc;
 c[14:7]<= ec;
 c[6:0] <= d[13:7];
 end
else
c<=0;
end
 always_comb 
  begin
   sa = a[15];
   sb = b[15];
   sc = sa ^ sb;
   ea = a[14:7];
  eb = b[14:7];
  ef = ea + eb;                                  
 ec=ef-8'b01111111;
  ma = 8'b10000000 + a[6:0];
  mb = 8'b10000000 + b[6:0];
  mc = 7'b0;
  d = ma*mb;
    if(d[15]==1'b1)
      begin
        ec=ec+1;
        d = d >> 1;
      end
  end
endmodule
==> run.sh <==
#!/bin/bash
# OpenROAD 26Q1-2900-gdf79404cd8, Yosys 0.63+post, stock flow scripts
make -C /OpenROAD-flow-scripts/flow DESIGN_CONFIG=/design/flow/config.mk WORK_HOME=/design/flow/orfs finish
==> config.mk <==
export PLATFORM = sky130hd
export DESIGN_NAME = bfloat_mult_1
export DESIGN_NICKNAME = bfloat_mult_1
export VERILOG_FILES = /design/flow/design.v
export SDC_FILE = /design/flow/constraint.sdc
export NUM_CORES = 4
export LEC_CHECK = 1
export CORE_UTILIZATION = 30
==> constraint.sdc <==
current_design bfloat_mult_1

set clk_period 9.8
set clk_io_pct 0.2

create_clock -name clk0 -period $clk_period [get_ports {clk}]

set non_clock_inputs [all_inputs -no_clocks]
set_input_delay [expr $clk_period * $clk_io_pct] -clock clk0 $non_clock_inputs
set_output_delay [expr $clk_period * $clk_io_pct] -clock clk0 [all_outputs]
==> qor.txt <==
Status: finished clean
Final hold violations: 0
Top cells by count, synth: inv_1, ha_1, fa_1
Count of library flops with an enable pin: 0
Dpl hpwl: 6100 µm
Period utilization: 69.4%
Logic pwr share: 79.7%
Largest Register: c
YS chip area: 3160 µm²
CP Launch Point: b[5]
Complex Gates by Area: 12.0%
Yosys warning count: 1
Max FFs per register: 16
Die Ht: 105 µm
Largest area contributor in the netlist: fa_1
Largest net degree at the start of global routing: 11
Synth Cell Area: 3160 µm²
Crit. End Element: flip-flop
Min Tclk post-route: 6800 ps
Fmax achieved: 147 MHz
Logic family by area: adder cells
Initial antenna violation count: 0
Worst setup SP type: input port
Fin util: 37.4%
Vias: 2578
Hold/Removal Path Class: in2reg
Clock net sink count: 16
Die X-Extent: 105 µm
Grt total ovfl: 0
FP Util: 30.8%
Biggest regs: c: 16 flops
Cts repair resizes: 0
H-tree levels: 1
Hold Startpoint: b[15]
IO Pins: 49
Yosys top cell by instances: inv_1
Vias in the first global route: 2550
DRT antenna net count: 0
Cells after Synth: 363
Final setup viols: 0
Net Sw Power: 0.337 mW
Top cells by area: fa_1, ha_1, dfxtp_1
Simple-Gate Fraction of Synth Area: 21.1%
First-pass GRT wire length: 12100 µm
Drt wl/cell: 12.7 µm
Port Buffer Count: 48
Fin Hold WS: 2480 ps
WP data required: 9950 ps
Setup_tns: 0 ps
Reg clk slew, reported paths: 60 ps
Share of post-route cells with drive strength above 1: 4.84%
Synth top area share: 22.8%
Pwr per Cell Area: 196 nW/µm²
Slew HR: 54.9%
Cells in synth_stat.txt: 363
Setup CP Type: in2reg
Pint: 0.419 mW
Core Footprint: 10300 µm²
Clock network power share: 6.0%
TritonCTS clock tree: built
Synth Seq Share: 10.1%
Gpl congestion: 0.847
Yosys reg bits: 16
Placed cell area: 3800 µm²
Xor and xnor area share after synthesis: 5.54%
Die area: 10900 µm²
Area grow syn2layout: 21.7%
Max Cap Viol: 0
Cell Rows: 37
RSZ-0062 raised after global routing: no
Worst VDD drop: 0.0776 mV
Starting DRT DRC Count: 114
Max-slew violation count: 0
Post-synth ARST share: 0%
Critical Path End: c[5]
Yosys adder share: 41.0%
Sequential power share: 14.2%
Crit Path Max Fanout: 10
Most used DFF post-synth: dfxtp_1
All-layer global routing usage: 13.8%
Clk root buf: clkbuf_8
MUX area fraction: 2.22%
Maximum clock insertion buffer count: 2
Log Warnings: 26
Post-route cell area: 3840 µm²
Pre-antenna DRT Iters: 4
DR vias/cell: 4.70
Leak: 1.79 nW
Ant diodes: 0
WL final: 6960 µm
Worst-Margin Slew: 668 ps
Switching part of the total: 44.6%
# DRC: 0
Synth cell types: 50
Critical path arrival: 6950 ps
Cts hold-fix bufs: 0
Setup bufs post-CTS: 0
Syn Area/Cell: 8.71 µm²
TritonCTS Buffers: 3
worst min-delay path by stage:
stage,end,slack [ps],cells after the start
after global routing,c[15],2500,4
after CTS,c[15],2480,4
final,c[15],2480,4
worst max-delay path: stages:
cell and delay [ps]:
clkdlybuf4s50_1 600, and2_1 260, fa_1 480, inv_1 50, fa_1 520, inv_1 50
fa_1 530, inv_1 50, fa_1 520, inv_1 40, ha_1 360, nand2_1 100
o211a_1 220, o22ai_1 190, a21oi_4 300, nand2_4 170, o211a_1 250, o41ai_2 290
metal layers:
metal	global-route usage, %	part of all wire (%)
met5	0	0
met4	0.604	0.30
met3	1.21	3.5
met2	21.7	47
met1	22.2	49
logic make-up (layout without fill, tap and decap cells):
logic type	Yosys count	in the layout
buffers and inverters	66	116
AND/OR/NAND/NOR	119	119
XOR/XNOR	20	20
flip-flops	16	16
adder cells (fa/ha/maj)	82	82
multiplexers	7	7
AND-OR/OR-AND	53	53
final cells by class:
cell class                 instances  area, µm²
clock buffer                       3       41.3
timing repair buffer              48        480
fill                            1050       6430
multi-input combinational        281       2590
sequential                        16        320
tap                              136        170
inverter                          65        244
per-stage QoR:
stage / instances / worst slack (ps) / total power [mW]
2_1_floorplan: 363 / 3700 / 0.543
3_3_place_gp: 546 / 2800 / 0.709
3_5_place_dp: 546 / 2730 / 0.716
4_1_cts: 549 / 2990 / 0.767
5_1_grt: 549 / 2690 / 0.850
6_report: 549 / 3000 / 0.755
layout by cell type (no fill, tap or decap), types with 2 or more instances in the layout:
cell type / instances
inv_1: 65
o21ai_0: 17
clkbuf_8: 3
mux2i_1: 7
ha_1: 46
nor2b_1: 2
nand2_1: 25
o21a_1: 4
nor4_1: 8
dfxtp_1: 16
xnor2_1: 11
nand3_1: 8
nand4_1: 9
xor2_1: 9
nor2_1: 16
nor3b_1: 3
a21oi_1: 10
nor3_1: 5
fa_1: 36
clkdlybuf4s50_1: 48
o211ai_1: 2
and2_1: 26
a21boi_0: 2
and2_2: 6
o22ai_1: 2
o211a_1: 2
power groups by stage:
| stage | registers [mW] | logic (mW) | clock network, mW |
|---|---|---|---|
| 5_1_grt | 0.111 | 0.688 | 0.0511 |
| 6_report | 0.108 | 0.602 | 0.0457 |
| 4_1_cts | 0.109 | 0.610 | 0.0478 |
Power is estimated from default activity; no workload was simulated.
